<file path="/design/flow/config.mk">
export PLATFORM = sky130hd
export DESIGN_NAME = controller
export DESIGN_NICKNAME = controller
export VERILOG_FILES = /design/flow/design.v
export SDC_FILE = /design/flow/constraint.sdc
export NUM_CORES = 4
export LEC_CHECK = 1
export CORE_AREA = 10 10 70 70
export DIE_AREA = 0 0 80 80
</file>
<file path="/design/flow/constraint.sdc">
current_design controller

set clk_period 2.3
set clk_io_pct 0.2

create_clock -name clk0 -period $clk_period

set non_clock_inputs [all_inputs -no_clocks]
set_input_delay [expr $clk_period * $clk_io_pct] -clock clk0 $non_clock_inputs
set_output_delay [expr $clk_period * $clk_io_pct] -clock clk0 [all_outputs]
</file>
<file path="/design/flow/design.v">
`timescale 1ns / 1ps
module controller(
    input [5:0] Op,
    input [5:0] funct,
    output RegA,
	 output ALUSrc,
    output RegWrite,
    output MemWrite,
	 output DM_Sel,
    output [1:0] RegDst,
    output [1:0] Mem2Reg,
    output [1:0] ExtOp,
	 output [2:0] nPC_Sel,
    output [2:0] ALUOp
    );
	 assign RegA = (Op === 6'b000000 && funct === 6'b001000)?1:0;
	 assign ALUSrc = (Op === 6'b001110 || Op === 6'b100001 || Op === 6'b001101 || Op === 6'b100011 || Op === 6'b101011 || Op === 6'b001111)?1:0;
	 assign RegWrite = (Op === 6'b001110 || Op === 6'b100001 || (Op === 6'b000000 && funct === 6'b000110) || (Op === 6'b000000 && funct === 6'b100001) || (Op === 6'b000000 && funct === 6'b100011) || Op === 6'b001101 || Op === 6'b100011 || Op === 6'b001111 || Op === 6'b000011)?1:0;
	 assign MemWrite = (Op === 6'b101011)?1:0;
	 assign DM_Sel = (Op === 6'b100001)?1:0;
	 assign RegDst[1] = (Op === 6'b000011)?1:0;
	 assign RegDst[0] = (Op === 6'b000000)?1:0;
	 assign Mem2Reg[1] = (Op === 6'b000011)?1:0;
	 assign Mem2Reg[0] = (Op === 6'b100001 || Op === 6'b100011)?1:0;
	 assign ExtOp[1] = (Op === 6'b100001 || Op === 6'b000011 || Op === 6'b101011)?1:0;
	 assign ExtOp[0] = (Op === 6'b100001 || Op === 6'b001111 || Op === 6'b101011)?1:0;
	 assign nPC_Sel[2] = (Op === 6'b000010 || Op === 6'b000111)?1:0;
	 assign nPC_Sel[1] = (Op === 6'b000011 || (Op === 6'b000000 && funct === 6'b001000))?1:0;
	 assign nPC_Sel[0] = (Op === 6'b000010 || Op === 6'b000100 || (Op === 6'b000000 && funct === 6'b001000))?1:0;
	 assign ALUOp[2] = (Op === 6'b001110 || (Op === 6'b000000 && funct === 6'b000110) || Op === 6'b000111)?1:0;
	 assign ALUOp[1] = (Op === 6'b001110 || Op === 6'b001101 || Op === 6'b001111)?1:0;
	 assign ALUOp[0] = ((Op === 6'b000000 && funct === 6'b000110) || Op === 6'b000100 || (Op === 6'b000000 && funct === 6'b100011))?1:0;
endmodule
</file>
<file path="/design/flow/run.sh">
#!/bin/bash
# OpenROAD 26Q1-2900-gdf79404cd8, Yosys 0.63+post, stock flow scripts
make -C /OpenROAD-flow-scripts/flow DESIGN_CONFIG=/design/flow/config.mk WORK_HOME=/design/flow/orfs finish
</file>
==> GITHUB_STEP_SUMMARY <==
## Synthesis and layout report

| Metric | Value |
|---|---|
| Avg Inst Size Synth | `slightly below 6 µm²` |
| Run status | `finished, final reports clean` |
| DR vias/cell | `around 3.9` |
| Final Cycle Share | `a little over nine tenths` |
| Kind of launch point of the worst setup path | `primary input` |
| Post-place instance area | `roughly 850 µm²` |
| Total count of max-transition violations in the final report | `0` |
| Fraction of layout cells with a size suffix above 1 | `between 30% and 40%` |
| Hold Path End | `nPC_Sel[0]` |
| Layout clock buffer count | `0` |
| Global-route wire length before repair | `about 2800 µm` |
| Number of standard cells reported by yosys | `65` |
| Worst Setup End Kind | `output port` |
| Number of cells on the worst hold path | `4` |
| Hold/Removal Path Class | `primary input to output port` |
| Top cell types by occurrence after synthesis | `sky130_fd_sc_hd__nor2_1 (9), sky130_fd_sc_hd__nand2_1 (7)` |
| Overall power of the completed layout | `approximately 0.00011 W` |
| Cell taking the most area after synthesis | `sky130_fd_sc_hd__nor2_1` |
| Minimum period implied by the final worst setup slack | `2.21 ns` |
| Flip-flop and latch area | `0 µm²` |
| Die height | `80 µm` |
| Number of inserted diodes | `0` |
| Vias in the first global route | `between 500 and 600` |
| Yosys chip area | `just under 400 µm²` |
| Setup repair after global routing missed its margin | `true` |
| Area growth, synth to finish | `128%` |
| Peak fanout along the critical path | `2` |
| Highest Clock Rate | `around 0.45 GHz` |
| Post-synthesis sequential area ratio | `0%` |
| Hold path startpoint | `Op[2]` |
| Top post-synthesis cells by area | `sky130_fd_sc_hd__nor2_1 (8.8%), sky130_fd_sc_hd__nand2_1 (6.8%), sky130_fd_sc_hd__nand2b_1 (6.5%)` |
| RD Place Congestion | `0.857` |
| Gate count of the mapped netlist | `65` |
| Die Outline Area | `6400 µm²` |
| Arr. time, crit path | `around 1.8 ns` |
| Post-Layout Inst Area | `875 µm²` |
| Number of max-cap violations | `0` |
| Number of antenna violations at the first check in global routing | `0` |
| Vias | `between 600 and 700` |
| Horiz. Die Dim | `80 µm` |
| Global router's overall resource usage | `around 5.2%` |
| Number of placement rows | `21` |
| Ratio of total power to cell area | `between 100 and 150 nW/µm²` |
| I/O pin count | `29` |
| I/O Buffers | `29` |
| Leakage power | `0.366 nW` |
| Hold violation count in the final report | `0` |
| Maximum number of pins on one net before global-route repair | `11` |
| Layout sequential cell count | `0` |
| Portion of synthesized cell area occupied by the leading cell type | `just under 9%` |
| Critical path class | `primary input to output port` |
| DRC marker count from the first detailed-route iteration | `11` |
| Placeable Area | `3420 µm²` |
| Number of iterations in the first detailed-routing pass | `4` |
| Least-Margin Pin Slew | `just under 0.3 ns` |
| Data required time of the worst path | `approximately 1.8 ns` |
| Cell Type Count | `28` |
| Max-slew headroom at the worst pin | `approximately four fifths` |
| Total routed wirelength | `around 1700 µm` |
| Cell area after technology mapping | `around 380 µm²` |
| Total setup violations reported at the end of the flow | `0` |
| Overflow after GRT | `0` |
| Cell with the biggest individual delay on the critical path | `sky130_fd_sc_hd__clkdlybuf4s50_1` |
| Average wire per standard cell | `~11 µm` |
| Most frequently used cell type in the post-synthesis netlist | `sky130_fd_sc_hd__nor2_1` |
| DRC Markers | `0` |
| Maximum VDD drop | `between 0.03 and 0.04 mV` |
| FP Core Util | `around 11%` |
| Final-layout setup total negative slack | `0 ns` |
| Cells along the critical path | `clkdlybuf4s50_1 > buf_4 > and3_1 > nand2b_1 > a31o_1 > dlygate4sd2_1` |
| Number of warnings in the stage logs | `33` |
| Ys Warns | `0` |
| Maximum cell stage delay along the critical path | `roughly 0.41 ns` |
| HPWL after detailed placement | `1500 µm` |
| Routed Antenna Nets | `0` |
## worst max path at each step
stage,end,startpoint,cells after the start,slack [ns]
after CTS,ExtOp[1],Op[5],6,0.05
after global routing,ExtOp[0],Op[1],6,-0.05
final,RegWrite,funct[1],6,0.09
## where the power goes
part,switching [W],internal [W],total [W]
Clock,0,0,0
Combinational,0.0000488,0.0000589,0.000108
Sequential,0,0,0
## routing by layer
layer  vias to the layer above  track usage (%)  part of all wire, %
met5                         -                0                    0
met4                         0                0                    0
met3                         0            0.795                  4.1
met2                        15             8.67                   46
met1                       275             7.32                   50
li1                        318                -                    -
## what timing repair did
action / CTS / global route
setup buffers: 1 / 0
setup endpoints to repair: 17 / 5
resized: 34 / 10
hold buffers: 0 / 0
pin swaps: 9 / 1
## worst max-delay path: cells and delay by family
kind / cells / cell delay (ns)
AOI/OAI and AO/OA: 1 / 0.21
buffers and inverters: 3 / 0.79
and+or+nand+nor: 2 / 0.29
## final cells by class
cell class,count,area [µm²]
fill,389,2540
timing repair buffer,50,423
multi-input combinational,57,387
tap,46,57.6
inverter,2,7.51
## stage by stage
step / cells / worst slack (ns) / hold WS, ns / util [%]
3_5_place_dp: 154 / -0.347 / 2.03 / 24.8
6_report: 155 / 0.0934 / 1.46 / 25.6
4_1_cts: 155 / 0.0548 / 1.51 / 25.6
2_1_floorplan: 65 / 0.700 / 0.931 / -
3_3_place_gp: 154 / -0.342 / 2.02 / 24.8
5_1_grt: 155 / -0.0496 / 1.50 / 25.6
## placed cells by master, fill, tap and decap left out, types with 2 or more instances in the layout
cell / n
sky130_fd_sc_hd__o21ai_1: 3
sky130_fd_sc_hd__nand2_1: 6
sky130_fd_sc_hd__dlygate4sd2_1: 8
sky130_fd_sc_hd__nor3b_2: 2
sky130_fd_sc_hd__a31oi_1: 2
sky130_fd_sc_hd__nor4_2: 2
sky130_fd_sc_hd__clkdlybuf4s50_1: 14
sky130_fd_sc_hd__clkdlybuf4s15_1: 2
sky130_fd_sc_hd__inv_1: 2
sky130_fd_sc_hd__nor3_1: 4
sky130_fd_sc_hd__buf_2: 4
sky130_fd_sc_hd__nor2_1: 9
sky130_fd_sc_hd__buf_4: 20
sky130_fd_sc_hd__nand2b_1: 3
sky130_fd_sc_hd__a21oi_1: 4
sky130_fd_sc_hd__xor2_1: 2
sky130_fd_sc_hd__xnor2_1: 2
## cells by family (layout without fill, tap and decap cells)
group	after synthesis	after routing	synth area share (%)
AOI/OAI and AO/OA	13	13	22.8
buffers and inverters	8	52	11.1
xor gates and xnor gates	4	4	9.12
and+or+nand+nor	40	40	57.0
No activity file was given, so power comes from the tool's default toggle rates.
